===== config.mk =====
export PLATFORM = sky130hd
export DESIGN_NAME = pipeline_example
export DESIGN_NICKNAME = pipeline_example
export VERILOG_FILES = /design/flow/design.v
export SDC_FILE = /design/flow/constraint.sdc
export NUM_CORES = 4
export LEC_CHECK = 1
export CORE_UTILIZATION = 50

===== constraint.sdc =====
current_design pipeline_example

set clk_period 3.7
set clk_io_pct 0.2

create_clock -name clk0 -period $clk_period [get_ports {clk1}]
create_clock -name clk1 -period $clk_period [get_ports {clk2}]

set non_clock_inputs [all_inputs -no_clocks]
set_input_delay [expr $clk_period * $clk_io_pct] -clock clk0 $non_clock_inputs
set_output_delay [expr $clk_period * $clk_io_pct] -clock clk0 [all_outputs]

===== design.v =====
module pipeline_example (
    input wire [3:0] rs1, rs2, rd, func,
    input wire [7:0] addr,
    input wire clk1, clk2,
    output wire [15:0] z_out
);
    reg [15:0] L12_A, L12_B, L23_alu_out, L34_alu_out;            
    reg [7:0] L12_addr, L23_addr, L34_addr;
    reg [3:0] L12_rd, L23_rd, L12_func;
    reg [15:0] register_bank [0:16]; 
    reg [15:0] memory [0:256];
assign z_out = L34_alu_out;
always @(posedge clk1) begin
    L12_A <= register_bank[rs1];
    L12_rd <= rd;
    L12_B <= register_bank[rs2];
    L12_addr <= addr;
    L12_func <= func;
    L34_alu_out <= L23_alu_out;
    L34_addr <= L23_addr;
    register_bank[L23_rd] <= L23_alu_out;
end
always @(posedge clk2) begin
        L23_rd <= L12_rd;
    case (L12_func)
        4'b0010: L23_alu_out <= L12_A - L12_B;
        4'b0001: L23_alu_out <= L12_A + L12_B;
        4'b0011: L23_alu_out <= L12_A & L12_B;
        4'b0100: L23_alu_out <= L12_A | L12_B;
        4'b0101: L23_alu_out <= L12_A ^ L12_B;
        4'b0110: L23_alu_out <= ~L12_B;
        4'b0111: L23_alu_out <= ~L12_A;
        default: L23_alu_out <= 16'b0;
    endcase
    L23_addr <= L12_addr;
    memory[L34_addr] <= L34_alu_out;
end
endmodule

===== run.sh =====
#!/bin/bash
# OpenROAD 26Q1-2900-gdf79404cd8, Yosys 0.63+post, stock flow scripts
make -C /OpenROAD-flow-scripts/flow DESIGN_CONFIG=/design/flow/config.mk WORK_HOME=/design/flow/orfs finish

==> results.txt <==
Notes on the flow outputs.

- The vertical die dimension is 179 um.
- The OpenROAD report gives the critical path a data arrival time of 3.60 ns.
- Of the synthesized area, sequential elements account for 0.588.
- The kind of start point of the critical path is a flop.
- Row generation in the floorplan step produced 64 rows.
- CTS saw 332 sinks.
- STA puts the critical path data required time at 3.89 ns.
- The iteration count recorded for the first detailed-route pass is 21.
- The kind of cell with the highest combined delay along the critical path is simple AND/OR/NAND/NOR gates.
- The via count of the first global-routing pass is 9525.
- The synthesized design contains 256 enable-type register cells.
- The clock-pin transition on the worst setup and hold timing paths reads 0.08 ns.
- The routed wire length on met2 reads 17.3 mm.
- The layout has 2288 filler cells.
- The number of max-capacitance violations reported is 0.
- The leakage power reads 6.35 nW.
- The area inside the core boundary is 0.0307 sq mm.
- The number of standard cells after synthesis is 870.
- The number of standard cells reported by yosys reads 870.
- After global routing the overflow that remains totals 0.
- The path type of the worst min-delay path reads reg2reg.
- Between clock sinks in the finished design, the worst skew comes to 0.0256 ns.
- The number of buffers inserted by port buffering reads 32.
- The average routed wire per standard cell is 27.4 um.
- The vias per cell is 6.33.
- The number of unique standard cell types used by synthesis reads 56.
- The largest single stage delay on the critical path is 0.39 ns.
- The logs give a warning total of 53.
- Counting pins that exceed their max-slew limit in the final report gives 0.
- The total setup violations reported at the end of the flow reads 0.
- The initial cell density of the core reads 0.510.
- The count of warnings emitted by yosys is 1.
- The number of inserted diodes reads 0.
- The switching power share of the total reads 0.245.
- The total wirelength of the detailed-routed design reads 37.3 mm.
- 42 I/O pins were placed.
- The part of the power in the clock network is 0.396.
- Of the total power, combinational logic draws 0.125.
- The number of nets still failing antenna checks after routing is 0.
- The wire length the detailed router placed on met1 is 12.3 mm.
- The TritonCTS clock tree reads yes.
- The launch point of the critical path is L12_B[5].
- The x dimension of the die is 179 um.
- The flow reported a cell area power density of 532 mW/mm^2.
- The commonest register cell after synthesis is sky130_fd_sc_hd__edfxtp_1.
- The area overhead of the layout relative to synthesis is 13.8%.
- The average footprint of a synthesized cell is 18.0 sq um.
- The final-layout setup total negative slack is 0 ns.
- The HPWL reported at the end of detailed placement reads 24.3 mm.
- The detailed router placed 8601 vias in this run.
- The synthesized netlist has a Yosys-reported chip area of 0.0157 sq mm.
- The flow ran to the end, and the final reports show no timing, DRC or antenna violations.
- The transition time recorded at the tightest slew-check pin is 1.01 ns.
- The critical path's slowest cell reads sky130_fd_sc_hd__nor4_1.
- The largest net degree at the start of global routing reads 44.
- In this run, post-CTS hold repair placed 0 buffers.
- Overall routing resource usage recorded by global route was 0.279.
- The most frequent cell on the critical path is sky130_fd_sc_hd__and3_1.
- The wire length of the first global-routing pass is 56.7 mm.
- The final weighted congestion recorded by global placement is 0.915.
- The final hold violation count is 0.
- The count of state elements after synthesis reads 332.
- The count of buffering cells on the critical path with inverters included is 1.
- The portion of total power attributed to sequential cells is 0.479.
- The number of antenna violations at the first check in global routing is 1.
- The launch point of the worst register-to-register path is recorded as L12_B[5].
- The launch instance of the worst min-delay path reads L23_alu_out[7].
- Traced cell by cell, the critical path runs through nor4_1 -> buf_4 -> and3_1 -> a31oi_1 -> xnor2_1 -> ha_1 -> and2_1 -> and3_1 -> a221o_1 -> o21a_1 -> o31ai_1.
- Checking max transition, the worst relative margin is 0.324.
- The number of setup buffers added after CTS is 0.
- The net switching power is 2.33 mW.
- The worst-case vdd ir drop reads 0.000353 V.
- The count of cells resized by post-cts repair reads 0.
- Power comes to 9.49 mW.
- Final hold analysis gives a worst-case slack of 0.361 ns.
- Setup repair after global routing left no endpoint under its margin.
- The fraction of synthesis flops using an asynchronous set or reset pin is 0.
- The post-synthesis instance area is 0.0157 sq mm.
- Of the cells placed in the final design, the portion with a size suffix greater than 1 is 0.270.
- The endpoint kind of the worst setup timing path is a flop.
- The highest layer used for signal routing is met5.
- The biggest fanout along the worst timing path reads 7.
- The classification of the worst setup path reads reg2reg.
- The remaining routing DRC violations is 0.
- Once iteration 0 of detailed routing completed, the report listed 441 DRC markers.
- The internal power consumption reads 7.17 mW.
- In the detailed route, the total length drawn on met3 is 6.58 mm.
- The chip area reads 0.0321 sq mm.
[cell families after synthesis]
kind of cell    count (synthesis)  share of synthesized area
fa+ha+maj                      51                     0.0412
compound gates                 98                     0.0433
buf+inv                        96                     0.0306
simple gates                   98                     0.0320
xor+xnor                       20                     0.0112
mux                           175                      0.254
flops                         332                      0.588
[path summary, 6_finish.rpt]
path	endpoint	slack, ns	depth (start not counted)
max	L23_alu_out[14]	0.29	11
min	L34_alu_out[7]	0.36	0
max reg2reg	L23_alu_out[14]	0.29	11
min reg2reg	L34_alu_out[7]	0.36	0
max in group clk0	L12_B[0]	1.50	4
min in group clk1	L23_rd[2]	0.56	0
[layout by cell type (no fill, tap or decap), drive strengths merged, types with 4 or more instances in the layout]
master and instances:
xnor2 14, mux4 170, clkinv 8, nor3 16
a31oi 4, o31ai 4, ha 50, nor2 25
clkdlybuf4s50 28, dfxtp 76, bufinv 5, mux2i 5
nand3b 4, and2 5, o221ai 6, buf 47
a21o 9, a211oi 4, nor4 6, nand3 5
o21a 6, o21ai 10, a21oi 29, nand2 17
xor2 6, edfxtp 256, clkbuf 48, nand2b 11
inv 50
[power groups by stage]
stage | Sequential, mW | Clock, mW | Combinational, mW
final | 4.55 | 3.76 | 1.18
after CTS | 4.56 | 3.82 | 1.19
after global routing | 4.59 | 3.97 | 1.31
[flip-flops by register name, indices dropped and copies added (netlist names)]
signal	cells
L34_alu_out	16
L12_B	16
L23_rd	4
register_bank	256
L12_rd	4
L12_A	16
L23_alu_out	16
L12_func	4
[per-layer routing]
metal,GRT usage,vias up
li1,-,3735
met1,0.361,4267
met2,0.384,523
met3,0.224,71
met4,0.0650,5
met5,0.0224,-
[cell type report]
cell class	count	area, sq um	share of cell area
clock buffer	48	998	0.0560
clock inverter	17	231	0.0130
inverter	48	180	0.0101
multi-input combinational	442	6040	0.339
sequential	332	9210	0.516
tap	396	495	0.0278
timing repair buffer	75	678	0.0380
[through the flow]
step	std cells	setup WS (ns)	utilization	area (sq um)
after detailed placement	1293	0.526	0.540	16600
after global placement	1293	0.457	0.540	16600
after CTS	1358	0.247	0.580	17800
after floorplan	870	0.861	-	15700
after global routing	1358	0.000710	0.580	17800
final	1358	0.291	0.580	17800
[synthesized netlist by cell type, drive strengths merged (3+ instances only)]
cell,n,area (sq um)
o221ai,6,52.6
o21a,6,45.0
and2,5,31.3
a31oi,4,25.0
buf,33,240
nor2,25,93.8
mux4,170,3930
mux2i,5,50.1
a211o,3,26.3
clkbuf,15,58.8
ha,50,626
nor4,6,37.5
nand3b,4,30.0
edfxtp,256,7690
o211ai,3,22.5
o21ai,10,50.1
a21oi,29,145
inv,48,180
o22a,3,26.3
a211oi,4,35.0
xnor2,14,123
nand2,17,63.8
o211a,3,30.0
dfxtp,76,1520
a21o,9,67.6
nor3,16,85.1
xor2,6,52.6
and3,3,18.8
nand2b,11,76.3
o31ai,4,30.0
nand3,5,25.0
[worst reg2reg max path, stage by stage (launching register included)]
cell and delay [ns]:
sky130_fd_sc_hd__dfxtp_1 0.35, sky130_fd_sc_hd__nor4_1 0.39, sky130_fd_sc_hd__buf_4 0.20, sky130_fd_sc_hd__and3_1 0.31, sky130_fd_sc_hd__a31oi_1 0.16, sky130_fd_sc_hd__xnor2_1 0.14
sky130_fd_sc_hd__ha_1 0.35, sky130_fd_sc_hd__and2_1 0.22, sky130_fd_sc_hd__and3_1 0.20, sky130_fd_sc_hd__a221o_1 0.32, sky130_fd_sc_hd__o21a_1 0.19, sky130_fd_sc_hd__o31ai_1 0.24
Power is estimated from default activity; no workload was simulated.
