**flow/design.v**
```verilog
module subnormal_detection(
    input wire [31:0] FP_in,
    output reg is_subnormal,
    input wire clk
);
always @(*) begin
    is_subnormal <= & (~(FP_in[30:23]));
end
endmodule
module prenormalization(
    input wire [31:0] FP_in1, FP_in2,
    input wire clk,
    input wire [1:0] subnormal_status,
    output reg [23:0] FP_norm1, FP_norm2,
    output reg [7:0] main_exponent
);
wire compare_exponents = (FP_in1[30:23] < FP_in2[30:23])? 1'b1 : 1'b0;
wire [7:0] exp_diff = compare_exponents? (FP_in2[30:23] - FP_in1[30:23]) : (FP_in1[30:23] - FP_in2[30:23]);
wire [1:0] zero_status = (!(|FP_in1[30:0]) && !(|FP_in2[30:0])) ? 2'b00 :  
                                !(|FP_in1[30:0]) ? 2'b01 :  
                                !(|FP_in2[30:0]) ? 2'b10 :  
                                2'b11; 
reg [1:0] subcase;
always @(posedge clk) begin
    case(zero_status)
        2'b00: begin 
            FP_norm1 <= 24'b0;
            FP_norm2 <= 24'b0;
            main_exponent <= 8'b0;
        end
        2'b01: begin
            FP_norm1 <= 24'b0;
            FP_norm2 <= {1'b1, FP_in2[22:0]};
            main_exponent <= FP_in2[30:23];
        end
        2'b10: begin
            FP_norm1 <= {1'b1, FP_in1[22:0]};
            FP_norm2 <= 24'b0;
            main_exponent <= FP_in1[30:23];
        end
        2'b11: begin
            case(subnormal_status)
                2'b00: begin 
                    subcase <= 2'b00;
                    if(compare_exponents) begin
                        FP_norm1 <= ({1'b1,FP_in1[22:0]} >> exp_diff);
                        FP_norm2 <= {1'b1, FP_in2[22:0]};
                        main_exponent <= FP_in2[30:23];
                    end else begin
                        FP_norm2 <= ({1'b1,FP_in2[22:0]} >> exp_diff);
                        FP_norm1 <= {1'b1, FP_in1[22:0]};
                        main_exponent <= FP_in1[30:23];
                    end
                end
                2'b01: begin  
                    subcase <=  2'b01;
                    FP_norm1 <= {1'b1, FP_in1[22:0]};
                    FP_norm2 <= {1'b1, FP_in2[22:0]}  >> exp_diff;
                    main_exponent <= FP_in1[30:23];
                end
                2'b10: begin  
                subcase <=  2'b10;
                    FP_norm1 <= {1'b1, FP_in1[22:0]} >> exp_diff;
                    FP_norm2 <= {1'b1, FP_in2[22:0]};
                    main_exponent <= FP_in2[30:23];
                end
                2'b11: begin  
                subcase <=  2'b11;
                    FP_norm1 <= {1'b0, FP_in1[22:0]};
                    FP_norm2 <= {1'b0, FP_in2[22:0]};
                    main_exponent <= 8'b0;
                end
            endcase
        end
    endcase
end
endmodule
module postnormalization(
    input wire result_sign,
    input wire extra_exponent,
    input wire [7:0] main_exponent,
    input wire first_exponent,
    input wire [22:0] FP_result,
    input wire [1:0] round_mode,
    input wire clk,
    output reg [31:0] FP_out
);
    reg [22:0] S_34_FP_result;
    reg S_34_first_exponent;
    reg S_34_result_sign;
    reg S_34_extra_exponent;
    reg [7:0] S_34_main_exponent;
    reg [2:0] res;
    wire [4:0] shift_amt;
    wire [22:0] FP_result_shifted;
    assign shift_amt = 
    (S_34_first_exponent) ? 5'd0 :
    (S_34_FP_result[22]) ? 5'd1 :
    (S_34_FP_result[21]) ? 5'd2 :
    (S_34_FP_result[20]) ? 5'd3 :
    (S_34_FP_result[19]) ? 5'd4 :
    (S_34_FP_result[18]) ? 5'd5 :
    (S_34_FP_result[17]) ? 5'd6 :
    (S_34_FP_result[16]) ? 5'd7 :
    (S_34_FP_result[15]) ? 5'd8 :
    (S_34_FP_result[14]) ? 5'd9 :
    (S_34_FP_result[13]) ? 5'd10 :
    (S_34_FP_result[12]) ? 5'd11 :
    (S_34_FP_result[11]) ? 5'd12 :
    (S_34_FP_result[10]) ? 5'd13 :
    (S_34_FP_result[9])  ? 5'd14 :
    (S_34_FP_result[8])  ? 5'd15 :
    (S_34_FP_result[7])  ? 5'd16 :
    (S_34_FP_result[6])  ? 5'd17 :
    (S_34_FP_result[5])  ? 5'd18 :
    (S_34_FP_result[4])  ? 5'd19 :
    (S_34_FP_result[3])  ? 5'd20 :
    (S_34_FP_result[2])  ? 5'd21 :
    (S_34_FP_result[1])  ? 5'd22 :
    (S_34_FP_result[0])  ? 5'd23 :
    5'd0;
assign FP_result_shifted = (shift_amt == 24) ? 23'b0 : (S_34_FP_result << shift_amt);
always @(posedge clk) begin
    S_34_first_exponent <= first_exponent;
    S_34_result_sign <= result_sign;
    S_34_main_exponent <= main_exponent;
    S_34_extra_exponent <= extra_exponent;
    case (round_mode)
        2'b00: begin  
            if (FP_result[0]) begin
                S_34_FP_result <= FP_result + 1'b1;  
            end else begin
                S_34_FP_result <= FP_result;  
            end
        end
        2'b01: begin  
            S_34_FP_result <= {FP_result, 1'b0};  
        end
        2'b10: begin  
            if (result_sign) begin  
                S_34_FP_result <= FP_result;  
            end else begin
                S_34_FP_result <= FP_result + 1;  
            end
        end
        2'b11: begin  
            if (result_sign) begin  
                S_34_FP_result <= FP_result - 1;  
            end else begin
                S_34_FP_result <= FP_result;  
            end
        end
        default: begin
            S_34_FP_result <= FP_result;
        end
    endcase
    if (S_34_extra_exponent) begin
        if(((S_34_main_exponent == 1'b0)&&(S_34_FP_result == 22'b0))) begin FP_out <= 32'b0; res <= 3'b000; end
        else if(S_34_extra_exponent && S_34_result_sign) begin FP_out <= {S_34_result_sign, (S_34_main_exponent), S_34_FP_result[22:0]}; res <= 3'b001; end
        else begin FP_out <= {S_34_result_sign, (S_34_main_exponent + 8'b1), {S_34_first_exponent, S_34_FP_result[22:1]}}; res <= 3'b010; end
    end else begin
         if(S_34_first_exponent) begin
             FP_out <= {S_34_result_sign, S_34_main_exponent, S_34_FP_result[22:0]};
             res <= 3'b100;
         end else if (!((S_34_FP_result))) begin
             FP_out <= 32'b0;
             res <= 3'b101;
         end else begin FP_out <= {S_34_result_sign,(S_34_main_exponent - shift_amt) ,FP_result_shifted}; res <= 3'b110; end
    end
end
endmodule
module FPU(
    input wire [31:0] FP_in1, FP_in2,
    input wire calc_mode,            
    input wire [1:0] round_mode,
    input wire clk, reset,
    output reg [31:0] FP_result,
    output reg res1,
    output reg res2,
    output reg [2:0] optype
);
wire S_01_is_subnormal1, S_01_is_subnormal2;
wire [23:0] S_12_normalized_mantissa1, S_12_normalized_mantissa2;
wire [7:0] S_12_main_exponent;
wire [31:0] out;
subnormal_detection subnorm_in1(
    .clk(clk),
    .FP_in(FP_in1),
    .is_subnormal(S_01_is_subnormal1)
);
subnormal_detection subnorm_in2(
    .clk(clk),
    .FP_in(FP_in2),
    .is_subnormal(S_01_is_subnormal2)
);
prenormalization prenorm(
    .FP_in1(S_01_FP_in1),
    .FP_in2(S_01_FP_in2),
    .clk(clk),
    .subnormal_status({S_01_is_subnormal1, S_01_is_subnormal2}),
    .FP_norm1(S_12_normalized_mantissa1), 
    .FP_norm2(S_12_normalized_mantissa2), 
    .main_exponent(S_12_main_exponent)
);
postnormalization postnorm(
    .result_sign(S_23_FP_result[25]),
    .extra_exponent(S_23_FP_result[24]),
    .main_exponent(S_23_main_exponent),
    .first_exponent(S_23_FP_result[23]),
    .FP_result(S_23_FP_result[22:0]),
    .round_mode(S_23_round_mode),
    .FP_out(out),
    .clk(clk)
);
reg [1:0] S_01_round_mode;
reg S_01_calc_mode;
reg [31:0] S_01_FP_in1, S_01_FP_in2;
reg [23:0] S_01_norm_mantissa1, S_01_norm_mantissa2;
reg [1:0] S_12_round_mode;
reg S_12_calc_mode;
reg [7:0] S_12_main_exponent;
reg S_12_FP_1_sign, S_12_FP_2_sign;  
reg [25:0] S_23_FP_result;  
reg [1:0] S_23_round_mode;
reg [7:0] S_23_main_exponent;
reg [22:0] S_34_FP_result;  
reg [7:0] S_34_main_exponent;
reg S_34_result_sign;
reg S_34_first_exponent;
reg S_34_extra_exponent;
always @ (posedge clk) begin
    S_01_round_mode <= round_mode;
    S_01_calc_mode <= calc_mode;
    S_01_FP_in1 <= FP_in1;
    S_01_FP_in2 <= FP_in2;
    S_12_FP_1_sign <= S_01_FP_in1[31];
    S_12_FP_2_sign <= S_01_FP_in2[31];
    S_12_round_mode <= S_01_round_mode;
    S_12_calc_mode <= S_01_calc_mode;
    case ({S_12_calc_mode,S_12_FP_1_sign, S_12_FP_2_sign})
        3'b100 : begin S_23_FP_result <= {1'b0, S_12_normalized_mantissa1} - {1'b0, S_12_normalized_mantissa2}; optype <= 3'b100; end 
        3'b101 : begin S_23_FP_result <= {1'b0, S_12_normalized_mantissa1} + {1'b0, S_12_normalized_mantissa2}; optype <= 3'b101; end  
        3'b110 : begin
                S_23_FP_result <= {1'b0, S_12_normalized_mantissa1} + {1'b0, S_12_normalized_mantissa2};  
                S_23_FP_result[25] <= 1'b1;  
                optype <= 3'b110;
            end
        3'b111 : begin S_23_FP_result <= {1'b0, S_12_normalized_mantissa2} - {1'b0, S_12_normalized_mantissa1}; optype <= 3'b111; end  
        3'b000 : begin S_23_FP_result <= S_12_normalized_mantissa1 + S_12_normalized_mantissa2; optype <= 3'b000; end  
        3'b001 : begin S_23_FP_result <= {1'b0, S_12_normalized_mantissa1} - {1'b0, S_12_normalized_mantissa2}; optype <= 3'b001; end 
        3'b010 : begin S_23_FP_result <= {1'b0, S_12_normalized_mantissa2} - {1'b0, S_12_normalized_mantissa1}; optype <= 3'b010; end  
        3'b011 : begin
                    S_23_FP_result <= {1'b0, S_12_normalized_mantissa2} + {1'b0, S_12_normalized_mantissa1};  
                    S_23_FP_result[25] <= 1'b1;  
                    optype <= 3'b011;
                 end
        default: begin
            S_23_FP_result <= 26'b0;
        end
    endcase
    S_23_round_mode <= S_12_round_mode;
    S_23_main_exponent <=  S_12_main_exponent;
    FP_result <= out;
end
endmodule
```
**flow/run.sh**
```bash
#!/bin/bash
# OpenROAD 26Q1-2900-gdf79404cd8, Yosys 0.63+post, stock flow scripts
make -C /OpenROAD-flow-scripts/flow DESIGN_CONFIG=/design/flow/config.mk WORK_HOME=/design/flow/orfs finish
```
**flow/config.mk**
```make
export PLATFORM = sky130hd
export DESIGN_NAME = FPU
export DESIGN_NICKNAME = FPU
export VERILOG_FILES = /design/flow/design.v
export SDC_FILE = /design/flow/constraint.sdc
export NUM_CORES = 4
export LEC_CHECK = 1
export CORE_UTILIZATION = 50
```
**flow/constraint.sdc**
```tcl
current_design FPU

set clk_period 8.4
set clk_io_pct 0.2

create_clock -name clk0 -period $clk_period [get_ports {clk}]

set non_clock_inputs [all_inputs -no_clocks]
set_input_delay [expr $clk_period * $clk_io_pct] -clock clk0 $non_clock_inputs
set_output_delay [expr $clk_period * $clk_io_pct] -clock clk0 [all_outputs]
```
==> flow_summary.yaml <==
# physical design summary
floorplan:
  dieArea_um2: 33030
  ios: 106
  design.core.area_um2: 31640
  fp_util_pct: 51.06
  num_rows: 65
  die_w_um: 181.7
  die_y_um: 181.7
global_route:
  grt_pass1_vias: 13750
  grt_max_degree: 55
  gr-usage-all-layers_pct: 30.79
  overflow: 0
  antenna_found_initial: 0
  grt_pass1_wl_mm: 77.31
synthesis:
  ys_cells: 1922
  ys.flop_type: "dfxtp_1"
  synth_flops: 265
  postSynthAreaPerCell_um2: 8.405
  edf_count: 0
  async_flop_share_pct: 0
  syn-cell-area_um2: 16150
  ys_area_um2: 16150
  ys_types: 94
  yosysTopAreaCell: "dfxtp_1"
  yosys-top-cells-area: "dfxtp_1, ha_1, mux2i_1"
  synth_top_area_share_pct: 32.84
  synth-warning-count: 6
  synth_cells: 1922
  seq_area_frac_synth_pct: 32.84
finish:
  fin_cells: 2385
  syn2layout_area_growth_pct: 13.24
  num-fill-cells: 2799
  postLayoutCellArea_um2: 18290
  drive_gt1_share_pct: 7.316
critical_path:
  cpMostUsedCell: "mux2i_1"
  cp_max_fo: 37
  worstSetupPathType: "input port to register"
  end_kind: "register"
  path_cells: "clkdlybuf4s50_1, nor4_1, and2_1, nand2_1, a211oi_4, buf_4, mux4_2, mux2i_1, mux2i_1, a22oi_1, a311oi_1, o221a_1"
  crit_slowest_cell: "buf_4"
  max_stage_delay_ps: 460
  start_kind: "input port"
  cp.arrival_ps: 5570
  crit_required_ps: 8840
final_timing:
  hold_viol: 0
  skew_ps: 9.033
  timing.fmax_ghz: 0.1946
  tns_ps: 0
  finalSetupViolCount: 0
  rsz0062_at_grt: "no"
  fin_crit_sh_pct: 61.17
  fin_ws_ps: 3262
  min_period_ps: 5138
  worstMarginPinSlew_ps: 966.2
  drv_slew: 0
  maxSlewHeadroom_pct: 34.75
run:
  tool_warnings: 84
  drv_cap: 0
hold_path:
  hold_path.class: "register to register"
detailed_routing:
  drcViolationCount: 0
  routedWlPerCell_um: 20.58
  viasPerCell: 6.157
  drtIter0Drc: 1209
  final_antenna_net_count: 0
  routed_wl_mm: 49.07
  dr_total_vias: 14680
  drtPass1Iterations: 5
clock_network:
  cts_buffers: 27
  cts.repair.resized: 0
  cts_buffer_depth: 3
  clock.latency.late_pin_ps: 550
  cts.clk_slew.worst_paths_ps: 60
  cts_hold_buf: 0
  cts-root-buf: "clkbuf_16"
  postCtsSetupBuffers: 0
  cts-htree-levels: 1
  cts_tree: "done"
  clkSinkCount: 265
pwr:
  ir_drop_mv: 0.2145
  p_leak_nw: 7.515
  power_density_nw_per_um2: 305.4
  power.total_w: 0.005587
placement:
  io_buffers: 102
  gp_congestion: 0.9875
  post-place-ws_ps: 2858
  dpl_cell_area_um2: 17360
  placed_cells: 2335
  place_hpwl_mm: 37.71
run_status:
  run_status: "finished clean"
[worst max-delay path, delay by kind of cell]
kind,cells,cell delay (ps)
buf+inv,2,880
compound gates,4,1110
simple gates,3,950
mux,3,930
[layout make-up]
type	count	area (um^2)	area share, %
clock buffer	34	772.0	4.220
clock inverter	15	153.9	0.8413
multi-input combinational	1421	9901	54.12
timing repair buffer	126	1201	6.566
sequential	265	5305	29.00
tap	402	503.0	2.750
antenna	1	2.502	0.01368
inverter	121	454.2	2.483
[cells in the mapped netlist, drive strengths merged, types with 28 or more instances]
library cell	n
a21oi	127
buf	28
clkbuf	88
dfxtp	265
ha	97
inv	120
mux2i	74
nand2	167
nand3	41
nor2	145
nor3	59
nor4	39
o21ai	143
xnor2	42
[worst paths after layout]
| path | start | endpoint | slack, ps | depth (start not counted) |
|---|---|---|---|---|
| worst max register to register | S_01_FP_in1[23] | prenorm.FP_norm2[2] | 3890 | 14 |
| worst max-delay path | FP_in2[23] | prenorm.FP_norm2[2] | 3260 | 12 |
| worst min register to register | postnorm.FP_out[14] | FP_result[14] | 320 | 0 |
| worst min-delay path | postnorm.FP_out[14] | FP_result[14] | 320 | 0 |
[sequential cells by signal, indices dropped and copies added (netlist names), 23 cells and up]
name / count
FP_result: 32
S_01_FP_in1: 32
S_01_FP_in2: 32
postnorm.FP_out: 32
S_23_FP_result: 26
prenorm.FP_norm1: 24
prenorm.FP_norm2: 24
postnorm.S_34_FP_result: 23
[logic make-up (layout without fill, tap and decap cells)]
group,after synthesis,count (layout),synth area share [%]
other cells,1,3,0.02321
xor+xnor,54,54,2.928
flops,265,265,32.84
compound gates,576,576,24.18
buf+inv,237,296,5.941
mux,112,112,8.861
simple gates,574,574,16.97
fa+ha+maj,103,103,8.257
[power breakdown]
| part | switching, W | total (W) | internal, W |
|---|---|---|---|
| clock network | 0.000495 | 0.00121 | 0.000715 |
| logic | 0.00136 | 0.00238 | 0.00102 |
| registers | 0.000393 | 0.00200 | 0.00160 |
[metal layers]
| layer | vias up | wire (um) | share of wire, % | global-route usage, % |
|---|---|---|---|---|
| li1 | 7089 | - | - | - |
| met1 | 6819 | 21390 | 44 | 45.32 |
| met2 | 661 | 22190 | 45 | 47.77 |
| met3 | 115 | 3653 | 7.4 | 4.540 |
| met4 | 0 | 1832 | 3.7 | 9.763 |
| met5 | - | 0 | 0 | 0 |
[through the flow]
stage	hold slack, ps	utilization (%)
after floorplan	309.6	-
after global placement	309.8	54.89
after detailed placement	312.1	54.89
after CTS	326.1	57.81
after global routing	329.0	57.81
final	323.6	57.82
[placed cells by master, fill, tap and decap left out, types with 15 or more instances in the layout]
cell type          n
a21oi_1          125
clkbuf_16         27
and2_1            18
mux2i_1           73
xnor2_1           42
dfxtp_1          265
o22ai_1           15
nor4_1            38
a211oi_1          15
a31oi_1           22
mux4_2            23
o21ai_1           18
o21bai_1          16
ha_1              97
o211ai_1          22
o221ai_1          17
nor2_1           144
nand3_1           41
and3_1            21
clkdlybuf4s50_1  102
a21o_1            24
nand2_1          167
a22oi_1           25
nand2b_1          17
buf_4             24
nor3_1            57
or3_1             16
o21ai_0          123
inv_1            117
No activity file was given, so power comes from the tool's default toggle rates.
